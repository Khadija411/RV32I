==> /design/flow/design.v <==
module Immediate(
  input logic [31:7]inst,
  input logic [31:0]PC,
  output logic [31:0]I,
  output logic [31:0]S,
  output logic [31:0]Sb,
  output logic [31:0]Uj,
  output logic [31:0]U
);
  always_comb begin
    I[11:0]=inst[31:20];
    if(inst[31]==1'b1)
      I[31:12]=20'b11111111111111111111;
    else
      I[31:12]=20'b0; 
    S[4:0]=inst[11:7];
    S[11:5]=inst[31:25];
    if(inst[31]==1'b1)
      S[31:12]=20'b11111111111111111111;
    else begin
      S[31:12]=20'b0;
    end
    Sb[11]=inst[7];
    Sb[4:1]=inst[11:8];
    Sb[10:5]=inst[30:25];
    Sb[12]=inst[31];
    Sb[0]=1'b0;
    if(inst[31]==1'b1)
      Sb[31:12]=20'b11111111111111111111;
    else
      Sb[31:12]=20'b00000000000000000000;
    Sb=Sb+PC;
    Uj[19:12]=inst[19:12];
    Uj[11]=inst[20];
    Uj[10:1]=inst[30:21];
    Uj[20]=inst[31];
    Uj[0]=1'b0;
    if(inst[31]==1'b1)
      Uj[31:21]=11'b11111111111;
    else
      Uj[31:21]=11'b00000000000;
    Uj=Uj+PC;
    U[19:0]=inst[31:12];
    if(inst[31]==1'b1)
      U[31:20]=12'b111111111111;
    else
      U[31:20]=12'b000000000000;
      U[31:0]=U[31:0]<<12;
  end
endmodule
==> /design/flow/run.sh <==
#!/bin/bash
# OpenROAD 26Q1-2900-gdf79404cd8, Yosys 0.63+post, stock flow scripts
make -C /OpenROAD-flow-scripts/flow DESIGN_CONFIG=/design/flow/config.mk WORK_HOME=/design/flow/orfs finish
==> /design/flow/config.mk <==
export PLATFORM = sky130hd
export DESIGN_NAME = Immediate
export DESIGN_NICKNAME = Immediate
export VERILOG_FILES = /design/flow/design.v
export SDC_FILE = /design/flow/constraint.sdc
export NUM_CORES = 4
export LEC_CHECK = 1
export CORE_AREA = 10 10 124 124
export DIE_AREA = 0 0 134 134
==> /design/flow/constraint.sdc <==
current_design Immediate

set clk_period 12.3
set clk_io_pct 0.2

create_clock -name clk0 -period $clk_period

set non_clock_inputs [all_inputs -no_clocks]
set_input_delay [expr $clk_period * $clk_io_pct] -clock clk0 $non_clock_inputs
set_output_delay [expr $clk_period * $clk_io_pct] -clock clk0 [all_outputs]
==> job_summary.md <==
## Synthesis and layout report

| Metric | Value |
|---|---|
| Outcome | `complete, no violations` |
| GR Util met2 | `22.80%` |
| Vias in the first global route | `3484` |
| FF/Latch Area | `0 sq um` |
| Adder Share, Synth | `17.27%` |
| Xor+xnor area frac | `14.13%` |
| Core ar. | `about 0.013 sq mm` |
| Share of cells above drive strength 1 | `2.109%` |
| Chip area line of the yosys report | `0.003347 sq mm` |
| Period utilization | `68.00%` |
| Cell area after synthesis | `~0.0033 sq mm` |
| Area contributors post-synth | `buf_4 (22%), ha_1 (16%), xnor2_1 (11%)` |
| Crit start category | `input pin` |
| Drt pass-1 iters | `4` |
| WL final | `12260 um` |
| Top comb family, area | `AND-OR/OR-AND gates` |
| Slew margin rel. | `around three fifths` |
| Least-Margin Pin Slew | `0.6299 ns` |
| Simple-Gate Area Share | `between 10 and 15%` |
| Post-CTS setup buffer count | `0` |
| Yosys stat cell total | `470` |
| WP data arrival | `5.90 ns` |
| Cts repair resizes | `0` |
| Grt ovf | `0` |
| Critical path peak fanout | `63` |
| Die ar. | `0.01796 sq mm` |
| Top Layout Cells | `clkdlybuf4s50_1 (201), a21oi_1 (53), ha_1 (43)` |
| Most numerous logic cell after layout | `clkdlybuf4s50_1` |
| Synth top area share | `21.98%` |
| Setup violators final | `0` |
| Tool warnings | `32` |
| Mean Syn Cell Area | `approximately 7.1 sq um` |
| Final antenna-violating net count | `0` |
| Busiest grt layer | `met2` |
| GR Util met3 | `2.957%` |
| Row cnt | `41` |
| Gate Count Post-Synth | `between 400 and 500` |
| Comb. cell area | `between 0.002 and 0.003 sq mm` |
| Vias/cell | `roughly 4.6` |
| Crit path kind | `input pin to primary output` |
| Final Critical Period | `8.365 ns` |
| # DRC | `0` |
| Die height | `about 130 um` |
| CP endpoint kind | `primary output` |
| Multiplexer share | `0.6729%` |
| Dpl hpwl | `10790 um` |
| Critical Path RT | `9.84 ns` |
| Registers | `0` |
| M1 GR Usage | `between 15 and 20%` |
| Yosys aoi share | `28.26%` |
| Die X | `134 um` |
| Fmax | `0.1196 GHz` |
| Clkbuf count | `0` |
| Leakage | `0.001965 uW` |
| DRT iter0 DRCs | `143` |
| Total of max-cap violations | `0` |
| Global Route Usage Sum | `12.82%` |
| Via count | `3387` |
| Hold Path Class | `input pin to primary output` |
| Synthesis Warnings | `1` |
| Initial antenna violation count | `0` |
| Yosys top cell by area | `buf_4` |
| # IOs | `217` |
| Seq share, synth | `0%` |
| Drt wl/cell | `16.54 um` |
| # hold bufs at CTS | `0` |
| RSZ-0062 raised after global routing | `false` |
| Hold Fails Final Rpt | `0` |
| Distinct cells, synth | `approximately 56` |
| Area Overhead vs Synth | `44.04%` |
| First-pass GRT wire length | `19230 um` |
| Placer congestion estimate | `0.8429` |
| Setup TNS | `0 ns` |
| Initial Util | `26.41%` |
| Fill cells | `between 1000 and 1500` |
| Pwr Density | `59.70 mW/mm^2` |
| Tot Pwr | `between 200 and 300 uW` |
| Maximum vdd ir drop | `about 0.025 mV` |
| Port bufs | `between 200 and 250` |
| Largest net degree at the start of global routing | `64` |
| Final-report max-slew violation count | `0` |
| Antenna diodes | `0` |
[critical path: stages]
cell and delay [ns]:
buf_2 0.08, buf_4 0.51, ha_1 0.44, a21o_1 0.22, a21oi_1 0.15, o21bai_1 0.13, a21o_1 0.21, a21o_1 0.17
a221oi_1 0.43, mux2_1 0.36, a311oi_1 0.21, clkdlybuf4s50_1 0.53
[kinds of logic (layout without fill, tap and decap cells)]
kind of cell | after synthesis | after routing
XOR/XNOR | 54 | 54
AND/OR/NAND/NOR | 100 | 100
other | 1 | 12
buffers and inverters | 129 | 217
multiplexers | 2 | 2
adder cells (fa/ha/maj) | 45 | 45
AND-OR/OR-AND | 139 | 139
[cell usage after synthesis, types with 6 or more instances]
cell	instances
nor3_1	7
clkbuf_1	11
xnor2_1	42
buf_4	98
xor2_1	12
a21o_1	20
nand2_1	34
a21oi_1	53
o21ai_1	9
nand4_1	7
inv_1	14
nor2_1	29
o21bai_1	14
ha_1	43
buf_2	6
[stage by stage]
stage / setup slack [ns] / hold WS, ns / cells / instance area, sq um / util (%)
global placement: 3.992 / 4.920 / 741 / 4821 / 38.05
finish: 3.935 / 4.920 / 741 / 4821 / 38.05
global route: 3.643 / 4.920 / 741 / 4821 / 38.05
CTS: 3.927 / 4.920 / 741 / 4821 / 38.05
detailed placement: 3.945 / 4.920 / 741 / 4821 / 38.05
floorplan: 5.334 / 4.986 / 481 / 3388 / -
[power breakdown]
part	total (uW)	switching [uW]	internal [uW]
sequential	0	0	0
clock	0	0	0
combinational	288	114	173
[final timing paths]
path,start,end,slack (ns),depth (start not counted)
max,inst[31],Sb[30],3.94,12
min,PC[0],Sb[0],4.92,0
[layer usage]
layer / share of wire, % / routed length [um]
met1: 44 / 5403
met3: 7.4 / 913
met5: 0 / 0
met2: 48 / 5875
met4: 0.54 / 66
[area by class of cell]
type               instances  share of cell area [%]
multi-input cells        352                   52.45
repair buffers           203                   41.99
inverters                 14                   1.090
well taps                172                   4.464
No activity file was given, so power comes from the tool's default toggle rates.
