[./design.v]
module reg_file#(
parameter DataWidth=32,
parameter Registers=32,
parameter AddrRegWidth=5
)
(
  input logic [AddrRegWidth-1:0]rs1,
  input logic [AddrRegWidth-1:0]rs2,
  input logic [AddrRegWidth-1:0]rd,
  input logic wen,
  input logic [DataWidth-1:0]wdata,
  input logic clk,
  input logic rst,
  output logic [DataWidth-1:0]rdata1,
  output logic [DataWidth-1:0]rdata2
);
  logic [DataWidth-1:0]r[0:Registers-1];
  integer i;
initial begin
  for (i=0;i<(Registers);i=i+1)begin
    r[i]=0;
  end
  r[2]=32'h00000200;
end
  always_ff @(posedge clk)begin
    if (rst) begin
        for (i=0;i<(Registers);i=i+1)
            r[i]<=0;
        end
    else if (!rst && wen)begin
            if (rd==5'd0)
                r[0]<=32'h00000000;
            else
                r[rd]<=wdata;       
        end
  end
  assign rdata1=r[rs1];
  assign rdata2=r[rs2];
endmodule
[./run.sh]
#!/bin/bash
# OpenROAD 26Q1-2900-gdf79404cd8, Yosys 0.63+post, stock flow scripts
make -C /OpenROAD-flow-scripts/flow DESIGN_CONFIG=/design/flow/config.mk WORK_HOME=/design/flow/orfs finish
[./config.mk]
export PLATFORM = sky130hd
export DESIGN_NAME = reg_file
export DESIGN_NICKNAME = reg_file
export VERILOG_FILES = /design/flow/design.v
export SDC_FILE = /design/flow/constraint.sdc
export NUM_CORES = 4
export LEC_CHECK = 1
export CORE_UTILIZATION = 40
[./constraint.sdc]
current_design reg_file

set clk_period 9.3
set clk_io_pct 0.2

create_clock -name clk0 -period $clk_period [get_ports {clk}]

set non_clock_inputs [all_inputs -no_clocks]
set_input_delay [expr $clk_period * $clk_io_pct] -clock clk0 $non_clock_inputs
set_output_delay [expr $clk_period * $clk_io_pct] -clock clk0 [all_outputs]
==> run summary <==
Flow results follow.

The final timing report lists a hold violation count of 0. The startpoint kind of the worst setup timing path is an input pin. Once the clock tree was built, the setup fixing pass inserted 0 buffers.

For the final routed database, the setup TNS stands at 0 ps. The flip-flop count of the largest register after layout is 1024. After clock tree synthesis, the repair step resized 0 gates. Summed over all layers, the routed wires come to 191 mm.

The most critical setup path has its startpoint at rs1[0]. The max-slew check reports its worst relative slack as 0.318. The cell area that synthesis handed to floorplanning was 56100 um2.

The worst hold path class is input pin to register. Once detailed placement completed, the half-perimeter wirelength came to 105 mm. The cell type contributing the most total cell area after synthesis is sky130_fd_sc_hd__edfxtp_1. The final estimated routing congestion in global placement is 0.890. The floorplan die area is 142000 um2.

The dominant register cell in the synthesized netlist is sky130_fd_sc_hd__edfxtp_1. Averaged over all synthesized cells, the footprint is 12.2 um2. The total number of clock tree sinks is 1024. The worst endpoint data arrival time is 5010 ps. The count of H-tree levels built during CTS is 3.

The average wire per standard cell is 29.3 um. Wire segments on met3 add up to 29.9 mm in the final route. Detailed-route iteration 0 reported a violation count of 2337. The count of antenna-violating nets left after detailed routing is 0. The yosys synthesis chip area is 56100 um2. The peak ir drop on the vdd network is 0.153 mV. The fraction of synthesized cell area taken by the top area cell type is 0.548. Setup repair after global routing left no endpoint under its margin.

The clock transition at the registers of the reported paths is 60 ps. The combined global-route utilization of all metal layers is 0.287. The wire length on met1 is 71.0 mm. The number of warnings issued by yosys is 1.

The count of buffers added on input and output ports is 113. After synthesis the netlist holds a flip-flop and latch count of 1024. The area growth from synthesis to layout is 11.0%.

The synth_stat.txt file lists the number of cells as 4604. The slew at the pin closest to its max-slew limit is 1020 ps. Per the synth stats, the proportion of register bits with asynchronous set or reset is 0. For this run, the detailed router's first-pass iteration total came to 8. Across all setup checks in the final design, the least slack found is 2430 ps. At the placement stage, the worst setup path has a slack of 2370 ps. The run finished with clean final reports.

The number of max-capacitance violations reported is 0. The final timing summary puts the cycle share of the worst path at 0.739. The via count of the first global-routing pass is 38300. The first-pass GRT wire length is 271 mm. The die height is 377 um. In this run the tools logged warnings totalling 26.

The register with the most flip-flops is r. The hold buffer count at CTS is 0. The maximum number of buffers from clock root to sink is 3.

From the final report, the count of setup violators was given as 0. The largest registers in the layout are r: 1024 flops. The average vias per placed instance is 5.75.

After technology mapping, the gate count stands at 4604. The detailed router placed 37500 vias in this run. The power report puts the leakage power at 24.0 nW.

By startpoint and endpoint, the worst setup path is classified as input pin to output port. The number of top-level pins is 114. The final timing report derives a shortest allowable period of 6870 ps. The number of remaining DRC errors is 0.

The routed length on met2 is 83.0 mm. The clock buffer count from CTS is 111. The endpoint class of the critical path is an output port.

In the final layout, the share of cells above drive strength 1 is 0.0813. The effective utilization at floorplan is 0.403. The pin count of the biggest net entering global routing is 93. The number of antenna violations at the first check in global routing is 5. The origin of the worst min-delay path is wen. The flow reported a cell area power density of 178 nW/um2. Per the timing report, the biggest fanout along the worst path comes to 32. TritonCTS built the clock tree. The synthesis run shows the most used standard cells to be sky130_fd_sc_hd__edfxtp_1 (1024), sky130_fd_sc_hd__mux2i_1 (1024), sky130_fd_sc_hd__and2_1 (994). The upper clock frequency limit is 145 MHz. The worst path required time is 7440 ps. The horizontal die size is 377 um. The number of enable-type register cells in the synthesized netlist is 1024. The top layer used by detailed routing is met5. The sequential cell area fraction in the yosys report is 0.548. The aggregate global routing overflow is 0. In this run the core area contains 137 standard-cell rows. The count of different cell masters after synthesis is 32.

For reference, the top cells by area after synthesis are sky130_fd_sc_hd__edfxtp_1 (55%), sky130_fd_sc_hd__mux2i_1 (18%), sky130_fd_sc_hd__and2_1 (11%). The count of pins over their slew limit is 0. The total area inside the core boundary comes to 139000 um2. The buffer cell driving the clock tree root is sky130_fd_sc_hd__clkbuf_16.
==> critical path, cell delays in order <==
cell	delay, ps
sky130_fd_sc_hd__clkdlybuf4s50_1	630
sky130_fd_sc_hd__and2_4	580
sky130_fd_sc_hd__buf_4	520
sky130_fd_sc_hd__a22o_1	220
sky130_fd_sc_hd__nor3_1	40
sky130_fd_sc_hd__a31oi_1	430
sky130_fd_sc_hd__nand3_1	220
sky130_fd_sc_hd__clkdlybuf4s50_1	470
==> final timing paths <==
kind | endpoint | slack (ps) | cells past startpoint
setup / recovery | rdata1[1] | 2430 | 8
hold / removal | r[0][25] | 1990 | 3
==> through the flow <==
step | total power [mW] | hold slack, ps | utilization | area [um2] | cells
6_report | 11.1 | 1990 | 0.447 | 62300 | 6529
5_1_grt | 11.5 | 2000 | 0.447 | 62300 | 6526
4_1_cts | 11.2 | 1940 | 0.447 | 62300 | 6525
3_5_place_dp | 6.86 | 2710 | 0.422 | 58800 | 6322
3_3_place_gp | 6.86 | 2720 | 0.422 | 58800 | 6322
2_1_floorplan | 6.31 | 2060 | - | 56300 | 4635
==> cells by family (layout without fill, tap and decap cells) <==
group	count (synthesis)	count (layout)	share of synthesized area
muxes	1024	1024	0.183
and+or+nand+nor	1534	1534	0.158
AOI/OAI and AO/OA	577	577	0.0700
buffers and inverters	444	458	0.0413
DFF	1024	1024	0.548
other	1	36	0.0000668
==> power by group <==
part | switching, mW | leakage (nW) | internal, mW
sequential | 0.119 | 9.75 | 5.33
clock | 1.83 | 1.71 | 2.50
combinational | 0.849 | 12.6 | 0.485
total | 2.80 | 24.0 | 8.32
==> metal layers <==
metal	GRT usage	vias up
met5	0.0103	-
met4	0.0838	6
met3	0.188	376
met2	0.401	2272
met1	0.375	18100
li1	-	16800
==> area by class of cell <==
cell class / count / area, um2
Tap cell: 1876 / 2350
Clock buffer: 147 / 3000
Sequential cell: 1024 / 30700
Timing Repair Buffer: 255 / 2360
Clock inverter: 56 / 503
Fill cell: 12200 / 77000
Multi-Input combinational cell: 3167 / 23400
Antenna cell: 4 / 10.0
==> placed cells by master (no fill, tap or decap), drive strengths merged <==
cell	Yosys	layout
or3	1	1
nor2b	5	5
o21bai	1	1
a21oi	192	192
nor2	35	35
nand3	194	194
conb	1	32
diode	0	4
nand2	197	197
or3b	2	2
edfxtp	1024	1024
inv	0	2
clkinv	0	43
mux2i	1024	1024
nand3b	5	5
clkinvlp	0	2
and2	994	994
clkbuf	275	147
bufinv	0	9
a31oi	64	64
or2	33	33
clkdlybuf4s50	0	111
nor3	64	64
a22o	128	128
a22oi	192	192
nand2b	4	4
buf	169	144
No activity file was given, so power comes from the tool's default toggle rates.
